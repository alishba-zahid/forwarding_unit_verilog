==> design.v <==
`timescale 1ns / 1ps
module Hazard (
    input clk,
    input [1:0] pipeline_state,  
    input [6:0] fetch,        
    input [6:0] decode,        
    input [6:0] exec,        
    input [6:0] mem,       
    output reg stall               
);
always @(posedge clk) begin
    case(pipeline_state)
        2'b00: stall = 0;  
        2'b01: begin  
            if (exec == 7'b0000011 && decode != 7'b0000000) begin
                stall = 1;  
            end
            else begin
                stall = 0;  
            end
        end
        2'b10: begin  
            if ((exec == 7'b0000011 && (mem != 7'b0000000 || decode != 7'b0000000)) ||   
                ((exec == 7'b1100011 || exec == 7'b0000011) && decode != 7'b0000000)) begin  
                stall = 1;  
            end
            else begin
                stall = 0;  
            end
        end
        2'b11: begin  
            if ((mem == 7'b0000011 && decode != 7'b0000000) ||  
                (mem == 7'b1100011 && decode != 7'b0000000)) begin  
                stall = 1;  
            end
            else begin
                stall = 0;  
            end
        end
        default: stall = 0; 
    endcase
end
endmodule
==> run.sh <==
#!/bin/bash
# OpenROAD 26Q1-2900-gdf79404cd8, Yosys 0.63+post, stock flow scripts
make -C /OpenROAD-flow-scripts/flow DESIGN_CONFIG=/design/flow/config.mk WORK_HOME=/design/flow/orfs finish
==> config.mk <==
export PLATFORM = sky130hd
export DESIGN_NAME = Hazard
export DESIGN_NICKNAME = Hazard
export VERILOG_FILES = /design/flow/design.v
export SDC_FILE = /design/flow/constraint.sdc
export NUM_CORES = 4
export LEC_CHECK = 1
export CORE_AREA = 10 10 70 70
export DIE_AREA = 0 0 80 80
==> constraint.sdc <==
current_design Hazard

set clk_period 3.6
set clk_io_pct 0.2

create_clock -name clk0 -period $clk_period [get_ports {clk}]

set non_clock_inputs [all_inputs -no_clocks]
set_input_delay [expr $clk_period * $clk_io_pct] -clock clk0 $non_clock_inputs
set_output_delay [expr $clk_period * $clk_io_pct] -clock clk0 [all_outputs]
==> run summary <==
Summary of the current implementation state.

- The iteration count recorded for the first detailed-route pass is 4.
- The reported max-cap violation count is 0, for reference.
- The report lists the number of standard-cell rows as 21.
- The relative slew slack is 78.0%, for reference.
- The total standard cell area after synthesis is 141 µm², for reference.
- The hold violation total from the final report is 0, for reference.
- The transition time of the tightest slew-check pin is 0.326 ns, for reference.
- Across all layers, the routed design uses 241 vias.
- The area of the die is 0.00640 mm², for reference.
- The synth_stat.txt file lists the number of cells as 18.
- The sequential share of the synthesized area is 14.2%, for reference.
- The critical path is of the in -> reg type.
- After layout, the worst path uses 60.4% of the clock period.
- The post-place instance area is 439 µm², for reference.
- The number of design-rule violations left by the first detailed-router iteration is 5, for reference.
- The placement report lists the number of port buffers as 24.
- The peak supply drop is 0.0293 mV, for reference.
- The clock transition time at the flip-flop clock pins of the worst setup and hold paths is 0 ns, for reference.
- Max-slew check failures listed in the final report amount to 0.
- The data arrival time of the critical path is 2.08 ns, for reference.
- The pin count of the biggest net entering global routing is 6, for reference.
- In this run, synthesis produced a sequential element count of 1.
- Total global-route track usage over all layers is 2.22%.
- According to the Yosys statistics, the synthesized design has a chip area of 141 µm².
- The via count of the first global-routing pass is 265, for reference.
- The flow ran to the end, and the final reports show no timing, DRC or antenna violations.
- The global placement routability congestion is 0.795, for reference.
- The finished cells cover 439 µm².
- Summed over all cells, the static leakage comes to 0.133 nW.
- The final HPWL from detailed placement is 824 µm, for reference.
- The overall routed net length is 870 µm, for reference.
- The share of final-layout standard cells stronger than drive strength 1 is 2.38%, for reference.
- The total negative setup slack is 0 ns, for reference.
- In this run the post-CTS setup repair buffer count came out at 0.
- Counting the warning lines in the Yosys log gives 1.
- Synthesis handed over a netlist of 18 instances.
- Power spread over the standard cell area amounts to 101 mW/mm².
- Setup violations remaining at the end of the flow were counted as 0.
- Among logic cells in the layout, the one with the most instances is sky130_fd_sc_hd__clkdlybuf4s50_1.
- The per-cell via count in the routed design is 2.74, for reference.
- The launch point of the worst min-delay path is recorded as stall.
- The number of instances on the worst hold path is 1, for reference.
- Setup repair after global routing left no endpoint under its margin.
- The routed wire length per instance is 9.89 µm, for reference.
- STA classifies the critical path endpoint as a flop.
- The routed design could run at a clock period as short as 2.18 ns.
- From left edge to right edge, the die measures 80 µm.
- The tightest hold path in the finished design has a slack of 1.39 ns.
- The mean instance size in the synthesized netlist is 7.85 µm², for reference.
- The warning total across the stage logs is 35, for reference.
- The antenna diode count is 0, for reference.
- The flip-flop count of the largest register after layout is 1, for reference.
- The first-pass GRT wire length is 1120 µm, for reference.
- Relative to the synthesized area, the layout overhead comes to 211%.
- Before placement the cells fill 4.14% of the core.
- The capture endpoint of the worst hold path is stall, for reference.
- In this run the worst hold path is classified as reg -> out.
- The number of cells upsized or downsized after cts is 0, for reference.
- The number of antenna violations at the first check in global routing is 0, for reference.
- Per the cell usage report, the commonest logic cells after layout are sky130_fd_sc_hd__clkdlybuf4s50_1, sky130_fd_sc_hd__or3_1, sky130_fd_sc_hd__nor4b_1, sky130_fd_sc_hd__o211ai_1.
- In this run, distinct cell masters in the synthesized netlist total 15.
- STA classifies the critical path startpoint as a primary input.
- The post-cts hold-fix buffer tally is 0, for reference.
- After global routing the overflow that remains totals 0.
- The DRC violation count after routing is 0, for reference.
- The finished layout reports a core utilization of 12.9%.
- Timing would allow up to 460 MHz.
- Pin placement for this block handled 32 I/O pins.
- The data required time of the critical path is 3.51 ns, for reference.
- The die extent in y is 80 µm, for reference.
- The placeable core region is 0.00342 mm², for reference.
- STA lists the maximum fanout along the critical path as 2.
- The number of nets with antenna violations after routing is 0, for reference.
-- worst max-delay path by stage --
stage / end / startpoint / slack, ns / cells past startpoint
final: stall / mem[4] / 1.42 / 4
after global routing: stall / mem[4] / 1.37 / 4
after CTS: stall / mem[4] / 1.44 / 4
-- per-stage QoR --
step / total power [W] / setup WS (ns) / cells
after floorplan: 0.0000166 / 1.92 / 18
after global placement: 0.0000435 / 1.45 / 88
after detailed placement: 0.0000443 / 1.44 / 88
after CTS: 0.0000444 / 1.44 / 88
after global routing: 0.0000463 / 1.37 / 88
final: 0.0000444 / 1.42 / 88
-- Yosys cell counts, drive strengths merged --
library cell | instances | share of area, %
nor4b | 2 | 12
o211ai | 2 | 11
or3 | 2 | 8.8
a21o | 1 | 5.3
a22oi | 1 | 8.8
dfxtp | 1 | 14
inv | 1 | 2.7
nand4 | 1 | 4.4
nor2 | 1 | 2.7
nor2b | 1 | 4.4
nor3 | 1 | 3.5
nor4 | 1 | 4.4
o2bb2ai | 1 | 6.2
or4 | 1 | 5.3
xor2 | 1 | 6.2
-- where the power goes --
group / internal, W / switching [W]
sequential: 0.0000114 / 0.0000000201
combinational: 0.0000251 / 0.00000785
clock: 0 / 0
total: 0.0000365 / 0.00000787
-- worst max-delay path: stages --
cell,delay (ns)
sky130_fd_sc_hd__clkdlybuf4s50_1,0.39
sky130_fd_sc_hd__or3_1,0.38
sky130_fd_sc_hd__or3_1,0.39
sky130_fd_sc_hd__a22oi_2,0.20
-- cell type report --
| type | count | area (µm²) |
|---|---|---|
| Tap cell | 46 | 57.6 |
| Multi-Input combinational cell | 16 | 118 |
| Fill cell | 416 | 2980 |
| Sequential cell | 1 | 20.0 |
| Timing Repair Buffer | 24 | 240 |
| Inverter | 1 | 3.75 |
-- cells by family (layout without fill, tap and decap cells) --
logic type,after synthesis,count (layout),synth area share (%)
flops,1,1,14.2
simple gates,10,10,46.0
compound gates,5,5,31.0
xor+xnor,1,1,6.20
buf+inv,1,25,2.65
-- metal layers --
metal  track usage, %  vias to the layer above  routed length [µm]  part of all wire [%]
met3             1.36                        0                 192                    22
met1             3.57                       95                 472                    54
li1                 -                      123                   -                     -
met5                0                        -                   0                     0
met4                0                        0                   0                     0
met2             2.41                       23                 205                    24
Power and IR drop assume default switching activity.
