File: ./constraint.sdc
current_design Forwarding

set clk_period 2.4
set clk_io_pct 0.2

create_clock -name clk0 -period $clk_period [get_ports {clk}]

set non_clock_inputs [all_inputs -no_clocks]
set_input_delay [expr $clk_period * $clk_io_pct] -clock clk0 $non_clock_inputs
set_output_delay [expr $clk_period * $clk_io_pct] -clock clk0 [all_outputs]
File: ./design.v
`timescale 1ns / 1ps
module Forwarding(
    input [6:0] rs1_d,    
    input [6:0] rs2_d,    
    input [6:0] rd_EX,     
    input [6:0] rd_MEM,    
    input [6:0] rd_WB,  
    input clk,  
    output reg [1:0] ID_EX,  
    output reg [1:0] MEM_EX  
);
always @(posedge clk) begin
    if (rs1_d != 7'b00000 && rs1_d == rd_EX) begin
        ID_EX[0] = 1;  
    end
    else begin
        ID_EX[0] = 0;  
    end
    if (rs2_d != 7'b00000 && rs2_d == rd_EX) begin
        ID_EX[1] = 1;  
    end
    else begin
        ID_EX[1] = 0;  
    end
    if (rs1_d != 7'b00000 && rs1_d == rd_MEM) begin
        MEM_EX[0] = 1;  
    end
    else begin
       MEM_EX[0] = 0;  
    end
    if (rs2_d != 7'b00000 && rs2_d == rd_MEM) begin
        MEM_EX[1] = 1;  
    end
    else begin
        MEM_EX[1] = 0;  
    end
end
endmodule
File: ./run.sh
#!/bin/bash
# OpenROAD 26Q1-2900-gdf79404cd8, Yosys 0.63+post, stock flow scripts
make -C /OpenROAD-flow-scripts/flow DESIGN_CONFIG=/design/flow/config.mk WORK_HOME=/design/flow/orfs finish
File: ./config.mk
export PLATFORM = sky130hd
export DESIGN_NAME = Forwarding
export DESIGN_NICKNAME = Forwarding
export VERILOG_FILES = /design/flow/design.v
export SDC_FILE = /design/flow/constraint.sdc
export NUM_CORES = 4
export LEC_CHECK = 1
export CORE_AREA = 10 10 70 70
export DIE_AREA = 0 0 80 80
==> notes.md <==
Summary of implementation figures.

Placed design
The pre-CTS worst setup slack is 0.452 ns. The detailed placer reported the number of placed instances as 126. The total of buffers placed on input and output ports is 32. The wire-length estimate of the detail-placed layout is 1530 µm. The routability congestion estimate is 0.856.

STA
Setup total negative slack on the finished layout was measured at 0 ns. The count of pins over their slew limit is 0. Setup repair after global routing left no endpoint under its margin. Looking at the max-slew report, the worst-margin pin has a slew of 0.255 ns. The final hold violation count is 0. In the post-route analysis, the smallest setup slack over all paths is 0.707 ns. The highest clock frequency the design can meet is 591 MHz. Headroom to the max-slew limit came out at 0.829.

The most critical hold endpoint after final layout shows a slack of 0.991 ns. The final critical-path share of the clock period is 0.705. The last timing report of the flow puts the setup violation total at 0. The post-layout minimum cycle time is 1.69 ns.

Yosys
After synthesis, the chip area reported by Yosys is 455 µm². The cell count in the Yosys report is 48. The post-synthesis average cell area is 9.49 µm². The sequential share of the synthesized area is 0.176. The yosys synthesis warning count is 1.

Synthesis produced a netlist whose cell count is 48. The count of unique library cells instantiated by Yosys is 7. The flip-flop and latch count after synthesis is 4.

The cell area after synthesis is 455 µm².

Die
Per the OpenROAD floorplan log, the area of the die is 6400 µm². The standard cell core area is 3420 µm². The starting density of the core is 0.133. The site row count is 21. The I/O pin total is 40.

Per the OpenROAD floorplan log, the height of the die is 80 µm. The overall die width is 80 µm.

Route
The number of vias in the routed layout is 464. The final routed wire length divided by cell count is 12.3 µm. The vias per cell is 3.60. The wire length after detailed routing is 1590 µm. 0 antenna diodes ended up in the layout. The violation tally from detailed-route iteration zero is 19. The number of design rule violations left after detail routing is 0. The pre-antenna-repair detailed-routing pass consisted of 3 iterations. The final antenna-violating net count is 0.

Global routing
The wire length of the first global-routing pass is 2570 µm. Entering global routing, the biggest net connects 4 pins. The number of antenna violations at the first check in global routing was 0.

The final global-route overflow total is 0. The number of global-route vias before repair is 541. Overall routing resource usage recorded by global route was 0.0506.

Run
Summing over the stages, the warning tally comes to 32. The report counts max-capacitance violations totalling 0.

Power
The maximum resistive drop on vdd is 88.5 µV. The share of total power dissipated in combinational logic is 0.449. The cell-internal power is 199 µW. The leakage component of the power was reported as 0.246 nW. Of the total power, the clock network draws 0.300. The script computed the net switching share of total power as 0.261. Of the total power, registers draw 0.251.

Per the summary, power density relative to cell area is 315 nW/µm². The net switching component of the power is 70.3 µW.

Cells and area
The leading cell type in the layout, fill and taps excluded is sky130_fd_sc_hd__clkdlybuf4s50_1. Of the cells placed in the final design, the portion with a size suffix greater than 1 is 0.0843. The area added between synthesis and finish is 87.9%.

The utilization after layout is 0.251. The final standard cell count with taps included and fillers excluded is 129. In the layout the commonest cells are sky130_fd_sc_hd__clkdlybuf4s50_1, sky130_fd_sc_hd__xnor2_1. The fill cell total of the finished layout is 382.

Critical path
The top fanout value on the critical path is 3. The startpoint class of the critical path is an input port. The worst path arrival time is 1.80 ns. The setup path with the least slack is of type input port to flip-flop. The worst setup path is captured at a flip-flop. The required time at the worst endpoint is listed as 2.51 ns.

CTS
The number of resized instances in the post-cts repair step is 0. The number of H-tree branching levels is 1. The root buffer cell is sky130_fd_sc_hd__clkbuf_4. TritonCTS built the clock tree. The clock sink total is 4. The post-CTS hold buffer count recorded in the log is 0. The count of buffers added by post-CTS timing repair for setup is 0.

The number of buffers added by the clock tree synthesis step is 3. The clock-pin slew reported for the worst setup and hold paths after clock tree synthesis is 0.04 ns. The deepest clock path buffer count is 2.

Run status
The flow ran to the end, and the final reports show no timing, DRC or antenna violations.

Worst hold path
The path class of the tightest hold or removal check is input port to flip-flop.
final cells by class:
cell class | count | area, µm² | area share
clock buffer | 3 | 22.5 | 0.0263
timing repair buffer | 32 | 320 | 0.374
sequential | 4 | 80.1 | 0.0936
tap | 46 | 57.6 | 0.0673
multi-input combinational | 44 | 375 | 0.439
routing by layer:
| layer | routed length, µm | track usage |
|---|---|---|
| met4 | 14 | 0.0123 |
| met2 | 805 | 0.0795 |
| met3 | 209 | 0.0284 |
| met5 | 0 | 0 |
| met1 | 561 | 0.0581 |
power groups by stage:
stage | registers [mW] | logic, mW | clock network (mW)
after CTS | 0.0678 | 0.123 | 0.0875
after global routing | 0.0678 | 0.131 | 0.0875
final | 0.0678 | 0.121 | 0.0809
metrics by stage:
stage	cell area, µm²	power [mW]
4_1_cts	856	0.278
6_report	856	0.270
3_3_place_gp	833	0.191
3_5_place_dp	833	0.191
2_1_floorplan	455	0.117
5_1_grt	856	0.287
registers in the layout, indices dropped and copies added, names as in the netlist:
name and cells:
MEM_EX 2, ID_EX 2
cell families after synthesis:
| logic type | after synthesis | share of synthesized area |
|---|---|---|
| xor+xnor | 28 | 0.538 |
| flops | 4 | 0.176 |
| simple gates | 16 | 0.286 |
worst max-delay path, stage by stage:
cell and delay (ns):
sky130_fd_sc_hd__clkdlybuf4s50_1 0.49, sky130_fd_sc_hd__or4_4 0.58, sky130_fd_sc_hd__nor4_4 0.16, sky130_fd_sc_hd__nor3_1 0.09
cells in the mapped netlist (all sizes together):
library cell	n	area, µm²
nand4	4	25.0
nor3	4	20.0
or4	2	22.5
dfxtp	4	80.1
nand3	4	20.0
nor4	2	42.5
xnor2	28	245
path summary, 6_finish.rpt:
kind | cells past startpoint | slack [ns] | from | end
max | 4 | 0.71 | rs2_d[3] | MEM_EX[1]
min | 4 | 0.99 | rd_MEM[3] | MEM_EX[0]
Power and IR drop assume default switching activity.
