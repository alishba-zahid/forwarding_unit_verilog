<file path="design.v">
`timescale 1ns / 1ps
module Control_unit(
    input clk,
    input [31:0] code,
    output reg RegWrite,
    output reg MemtoReg,
    output reg ALUSrc,            
    output reg [1:0] ALUOp,       
    output reg MemRead,           
    output reg MemWrite,          
    output reg Branch,            
    output reg Jump
);
always @(posedge clk) begin
    case(code[6:0])
        7'b0110011: begin    
            RegWrite = 1;
            MemtoReg = 0;
            ALUSrc = 0;
            ALUOp = 2'b00;
            MemRead = 0;
            MemWrite = 0;
            Branch = 0;
            Jump = 0;
        end
        7'b0010011: begin    
            RegWrite = 1;
            MemtoReg = 0;
            ALUSrc = 1;
            ALUOp = 2'b00;
            MemRead = 0;
            MemWrite = 0;
            Branch = 0;
            Jump = 0;
        end
        7'b0000011: begin    
            RegWrite = 1;
            MemtoReg = 1;
            ALUSrc = 1;
            ALUOp = 2'b00;
            MemRead = 1;
            MemWrite = 0;
            Branch = 0;
            Jump = 0;
        end
        7'b0100011: begin    
            RegWrite = 0;
            MemtoReg = 0;
            ALUSrc = 1;
            ALUOp = 2'b00;
            MemRead = 0;
            MemWrite = 1;
            Branch = 0;
            Jump = 0;
        end
        default: begin
            RegWrite = 0;
            MemtoReg = 0;
            ALUSrc = 0;
            ALUOp = 2'b00;
            MemRead = 0;
            MemWrite = 0;
            Branch = 0;
            Jump = 0;
        end
    endcase
end
endmodule
</file>
<file path="run.sh">
#!/bin/bash
# OpenROAD 26Q1-2900-gdf79404cd8, Yosys 0.63+post, stock flow scripts
make -C /OpenROAD-flow-scripts/flow DESIGN_CONFIG=/design/flow/config.mk WORK_HOME=/design/flow/orfs finish
</file>
<file path="config.mk">
export PLATFORM = sky130hd
export DESIGN_NAME = Control_unit
export DESIGN_NICKNAME = Control_unit
export VERILOG_FILES = /design/flow/design.v
export SDC_FILE = /design/flow/constraint.sdc
export NUM_CORES = 4
export LEC_CHECK = 1
export CORE_AREA = 10 10 70 70
export DIE_AREA = 0 0 80 80
</file>
<file path="constraint.sdc">
current_design Control_unit

set clk_period 1.4
set clk_io_pct 0.2

create_clock -name clk0 -period $clk_period [get_ports {clk}]

set non_clock_inputs [all_inputs -no_clocks]
set_input_delay [expr $clk_period * $clk_io_pct] -clock clk0 $non_clock_inputs
set_output_delay [expr $clk_period * $clk_io_pct] -clock clk0 [all_outputs]
</file>
==> job_summary.md <==
### Flow metrics

| Metric | Value |
|---|---|
| Source of the critical timing path | MemWrite$_DFF_P_ |
| Detail Route Antenna Nets | 0 |
| Slowest cell on crit path | clkdlybuf4s50_1 |
| Pre-antenna DRT Iters | 1 |
| H-tree levels | 1 |
| Number of buffers inserted during clock tree synthesis | 3 |
| GRT Total Usage | 1.65% |
| Total length of routed wires | 565 um |
| Number of hold-repair buffers added at the cts stage | 0 |
| Wire length per cell after detailed routing | 7.43 um |
| Clock net sink count | 4 |
| Crit path launch type | flip-flop |
| Cell family with the largest share of critical-path delay | buffers and inverters |
| Vias per cell | 2.05 |
| Library cell with the largest summed area after synthesis | dfxtp_1 |
| Diode insertion count for antenna repair | 0 |
| Maximum number of pins on one net before global-route repair | 5 |
| Worst path bufs/invs | 1 |
| Syn-to-layout area delta | 102% |
| Number of pins exceeding their max-slew limit in the final report | 0 |
| Post-synthesis area per instance | 10.1 um^2 |
| Post-synthesis cell type count | 10 |
| Leakage power | 0.112 nW |
| Fp util | 5.02% |
| Final Hold Vio Count | 0 |
| Number of cells traversed by the worst hold path | 2 |
| Final setup vio count | 0 |
| Maximum clock frequency | 761 MHz |
| Number of synthesis warnings | 1 |
| Cell Count, Final, Fillers Out | 76 |
| Largest fanout of any net on the critical path | 1 |
| DRC Markers | 0 |
| Endpoint class of the critical path | primary output |
| Global-route wire length before repair | 793 um |
| Critical Path, Cell by Cell | clkdlybuf4s50_1 |
| Placed cells | 73 |
| Worst slack at placement | 0.00511 ns |
| Worst hold slack after final layout | 0.676 ns |
| Critical path depth | 1 |
| Grt total ovfl | 0 |
| Number of antenna violations at the first check in global routing | 0 |
| Portion of the post-synthesis area used by sequential elements | 46.7% |
| CTS tree | yes |
| Deepest clock path buffer count | 2 |
| HPWL Detailed | 498 um |
| Worst setup path endpoint | MemWrite |
| Required time of the critical path | 1.12 ns |
| Number of warnings in the stage logs | 50 |
| Die height | 80 um |
| Total number of vias | 156 |
| P per Cell Area | 825 mW/mm^2 |
| Final core occ | 10.1% |
| Number of instances in the synthesized netlist | 17 |
| Die Width | 80 um |
| Crit-path max cell delay | 0.51 ns |
| Max IR drop VDD | 183 uV |
| Placeable core region | 0.00342 mm^2 |
| Clock transition at path regs | 0.04 ns |
| I/O pin cnt | 42 |
| Chip area line of the yosys report | 171 um^2 |
| IO Port Bufs | 12 |
| Cell total in the yosys stat output | 17 |
| Data arrival, critical path | 1.03 ns |
| Result of the run | finished, final reports clean |
| Layout cell share with drive strength beyond 1 | 13.3% |
| Total die area | 0.00640 mm^2 |
| Root Buffer | clkbuf_4 |
| Total negative slack | 0 ns |
| Top area contributor share | 46.7% |
| Row count | 21 |
| Number of global-route vias before repair | 184 |
| Number of maximum-capacitance violations | 0 |
| Post-synthesis instance area | 171 um^2 |
| RSZ-0062 raised after global routing | false |
| Biggest area cells | dfxtp_1 47%, buf_4 22%, a2111oi_0 5.1% |
| Final Wtd Congestion | 0.648 |
| Portion of the clock cycle consumed by the worst path in the final layout | 93.9% |
| 1st-iter DRT viols | 0 |
| Fin crit period | 1.31 ns |
| Worst min-delay path class | primary input to flip-flop |
| Setup WS post-layout | 0.0854 ns |
| Post-synthesis sequential element count | 4 |
| Critical setup path kind | flip-flop to primary output |
==> cell usage after synthesis <==
library cell  n
conb_1        1
nor4_1        1
or4_1         1
nor2_1        1
a2111oi_0     1
nor4b_1       1
dfxtp_1       4
buf_4         5
nand3b_1      1
or2b_1        1
==> state kept, by name, summed over array words and instances (netlist names) <==
register / count
MemWrite: 1
RegWrite: 1
MemtoReg: 1
ALUSrc: 1
==> report_power, final <==
| group | switching [mW] | internal (mW) | total [mW] |
|---|---|---|---|
| Combinational | 0.00847 | 0.0220 | 0.0305 |
| Sequential | 0.000351 | 0.116 | 0.116 |
| Clock | 0.0437 | 0.0957 | 0.139 |
| Total | 0.0526 | 0.233 | 0.286 |
==> area by class of cell <==
type / instances / area (um^2)
Sequential cell: 4 / 81.3
Fill cell: 412 / 3070
Clock buffer: 3 / 22.5
Tap cell: 46 / 57.6
Multi-Input combinational cell: 11 / 65.1
Timing Repair Buffer: 12 / 120
==> layer usage <==
metal,GRT usage [%],up-vias,wire (um)
li1,-,77,-
met3,1.25,2,83
met5,0,-,0
met4,0.704,0,17
met2,1.69,16,144
met1,2.34,61,319
==> per-stage QoR <==
step / power [mW] / area [um^2]
after floorplan: 0.130 / 183
after global placement: 0.148 / 323
after detailed placement: 0.149 / 323
after CTS: 0.297 / 345
after global routing: 0.305 / 347
final: 0.286 / 347
==> layout by cell type, fill, tap and decap left out <==
cell type and instances:
clkdlybuf4s50_1 12, conb_1 4, dfxtp_1 3, clkbuf_4 3
dfxtp_2 1, nand3b_1 1, or4_1 1, nor2_1 1
or2b_1 1, nor4_1 1, nor4b_1 1, a2111oi_0 1
==> worst min-delay path by stage <==
stage / startpoint / to / slack [ns]
5_1_grt: code[5] / ALUSrc$_DFF_P_ / 0.68
4_1_cts: code[5] / ALUSrc$_DFF_P_ / 0.66
6_report: code[5] / ALUSrc$_DFF_P_ / 0.68
==> cell families after synthesis <==
logic type	count (synthesis)	share of synthesized area (%)
AND-OR/OR-AND	1	5.11
buffers and inverters	5	21.9
flip-flops	4	46.7
other	1	2.19
AND/OR/NAND/NOR	6	24.1
==> repair_timing <==
item	CTS	global route
gates resized	0	1
setup endpoints to repair	0	1
setup buffers	0	0
No activity file was given, so power comes from the tool's default toggle rates.
